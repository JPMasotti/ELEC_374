===== /design/flow/config.mk =====
export PLATFORM = sky130hd
export DESIGN_NAME = div
export DESIGN_NICKNAME = div
export VERILOG_FILES = /design/flow/design.v
export SDC_FILE = /design/flow/constraint.sdc
export NUM_CORES = 4
export LEC_CHECK = 1
export CORE_UTILIZATION = 30

===== /design/flow/constraint.sdc =====
current_design div

set clk_period 293.1
set clk_io_pct 0.2

create_clock -name clk0 -period $clk_period

set non_clock_inputs [all_inputs -no_clocks]
set_input_delay [expr $clk_period * $clk_io_pct] -clock clk0 $non_clock_inputs
set_output_delay [expr $clk_period * $clk_io_pct] -clock clk0 [all_outputs]

===== /design/flow/design.v =====
module div (
    input [31:0] dividend,
    input [31:0] divisor,
    output reg [31:0] quotient,
    output reg [31:0] remainder
);
    integer i;
    reg [31:0] temp_dividend, Q, M;
    always @(*) begin
		  Q = dividend;
		  M = divisor;
		  if (Q[31])
				Q = -Q;
		  if (M[31])
				M = -M;
        quotient = 0;
        remainder = 0;
        temp_dividend = Q;
        for (i = 31; i >= 0; i = i - 1) begin
            remainder = remainder << 1;
            remainder[0] = temp_dividend[31];
            temp_dividend = temp_dividend << 1;
            if (remainder >= M) begin
                remainder = remainder - M;
                quotient[i] = 1;
            end
        end
		  if (dividend[31] ^ divisor[31]) begin
				quotient = -quotient;
		  end
    end
endmodule

===== /design/flow/run.sh =====
#!/bin/bash
# OpenROAD 26Q1-2900-gdf79404cd8, Yosys 0.63+post, stock flow scripts
make -C /OpenROAD-flow-scripts/flow DESIGN_CONFIG=/design/flow/config.mk WORK_HOME=/design/flow/orfs finish

==> Flow_metrics.wiki <==
== Metrics ==
{| class="wikitable"
! Metric !! Value
|-
| Area share of the largest cell type after synthesis || 18.9%
|-
| Num ports || 128
|-
| Count of mapped cells out of synthesis || 9868
|-
| Total area of multi-input combinational cells || 63900 um2
|-
| Gr ovfl total || 0
|-
| Post-CTS Hold Buffers || 0
|-
| Data required time at the worst endpoint || 234.48 ns
|-
| Placement row count || 171
|-
| Remaining design rule violation count || 0
|-
| Routed Wire Length || 370 mm
|-
| Fraction of final layout cells sized beyond drive strength 1 || 6.80%
|-
| Resized cells post-CTS || 0
|-
| Leakage Power || 0.0337 uW
|-
| Number of global-route vias before repair || 73.6k
|-
| Delay of the slowest cell on the worst path || 1.42 ns
|-
| Internal power || 1570 uW
|-
| Setup TNS || 0 ns
|-
| Sequential cell area fraction in the yosys report || 0%
|-
| Vias per cell || 6.32
|-
| Sequential cell area in the final layout || 0 um2
|-
| Portion of the clock cycle consumed by the worst path in the final layout || 79.6%
|-
| Tool warnings || 32
|-
| Endpoint with the worst hold slack || remainder[0]
|-
| Least-Margin Pin Slew || 1.66 ns
|-
| Failing checks || max-capacitance violations, max-slew violations
|-
| # Max-Cap Violations || 1
|-
| Critical path fanouts, max || 49
|-
| Post-Place Setup Slack || 65.00 ns
|-
| Startpoint type of the worst setup path || primary input
|-
| Count of distinct cell types in the synthesized netlist || 118
|-
| Proportion of total power due to net switching || 55.1%
|-
| Class of the most critical setup path || primary input to output pin
|-
| Status || finished, violations left
|-
| Arrival time at the worst endpoint || 174.69 ns
|-
| Largest net degree at the start of global routing || 50
|-
| Area enclosed by the die boundary || 222000 um2
|-
| Fin worst setup slack || 59.79 ns
|-
| Cell type with the highest aggregate area in the netlist || sky130_fd_sc_hd__ha_1
|-
| Die Wd || 471 um
|-
| Final worst path period need || 233.31 ns
|-
| Final Slew Violations || 4
|-
| Synthesis Warnings || 1
|-
| Total global routing track utilization || 32.4%
|-
| Average detailed-routed wire length per instance || 28.8 um
|-
| Post-synthesis area per instance || 6.70 um2
|-
| Initial antenna violation count || 17
|-
| Buffers on Ports || 128
|-
| Wire length of the first global-routing pass || 522 mm
|-
| Tally of non-filler cells in the final layout || 12.8k
|-
| Post-CTS setup buffer count || 0
|-
| Summed instance area of the synthesized netlist || 66100 um2
|-
| Crit path top cell by count || sky130_fd_sc_hd__ha_1
|-
| Sw Pwr || 1930 uW
|-
| Total count of hold-check failures in the final report || 0
|-
| Registers || 0
|-
| Placer congestion estimate || 1.17
|-
| Height of the die || 471 um
|-
| Starting DRT DRC Count || 9236
|-
| Via count || 81.1k
|-
| Tally of clock buffers in the finished layout || 0
|-
| Pwr per Cell Area || 48.3 nW/um2
|-
| Synth cell count leaders || sky130_fd_sc_hd__nand2_1, sky130_fd_sc_hd__ha_1, sky130_fd_sc_hd__a21oi_1
|-
| Final setup vio count || 0
|-
| Launch instance of the worst min-delay path || divisor[0]
|-
| Post-synthesis cell count from yosys || 9868
|-
| Critical-path top delay cell || sky130_fd_sc_hd__o21ai_0
|-
| FP Core Util || 30.3%
|-
| Unrepaired setup endpoints after global routing || false
|-
| Post-detailed-placement half-perimeter wirelength || 306 mm
|-
| IR Drop Worst-Case VDD || 0.000400 V
|-
| Synthesis area per yosys || 66100 um2
|-
| Number of nets with antenna violations after detailed routing || 0
|-
| Number of cells traversed by the worst hold path || 4
|-
| Max Freq || 4.29 MHz
|-
| Cell count after placement || 12.8k
|-
| HP Class || primary input to output pin
|-
| Most popular library cell in the synthesized design by count || sky130_fd_sc_hd__nand2_1
|-
| Synth-to-layout area growth || 9.65%
|-
| Area contributors post-synth || sky130_fd_sc_hd__ha_1, sky130_fd_sc_hd__a21oi_1, sky130_fd_sc_hd__xnor2_1, sky130_fd_sc_hd__nand2_1, sky130_fd_sc_hd__o21ai_0
|-
| Number of filler instances in the final layout || 23.7k
|-
| Total core area || 218000 um2
|-
| Critical Path End Type || output pin
|-
| Max-slew headroom at the worst pin || -12.0%
|-
| Detailed-router iteration count before antenna repair || 8
|}
==> per-layer routing <==
metal	GRT usage [%]	up-vias	wire length, um
met2	47.2	4631	151000
met4	21.0	18	29900
met5	0	-	149
met3	7.31	1063	39700
li1	-	37467	-
met1	43.0	37937	149000
==> metrics by stage <==
| stage | hold WS [ns] | instance area, um2 | utilization (%) | total power [uW] |
|---|---|---|---|---|
| finish | 118.28 | 72500 | 33.2 | 3500 |
| global route | 118.34 | 72500 | 33.2 | 3760 |
| CTS | 118.26 | 72500 | 33.2 | 3450 |
| detailed placement | 118.25 | 72500 | 33.2 | 3410 |
| global placement | 118.27 | 72400 | 33.2 | 3450 |
| floorplan | 117.29 | 66100 | - | 1960 |
==> cells by family after synthesis <==
family,synth area share [%]
mux,3.01
simple gates,24.1
xor+xnor,11.0
compound gates,37.8
fa+ha+maj,19.8
buf+inv,4.28
==> area by class of cell <==
cell class | instances | share of cell area (%)
Inverter | 423 | 2.19
Multi-Input combinational cell | 9138 | 88.2
Tap cell | 2854 | 4.93
Antenna cell | 9 | 0.0311
Timing Repair Buffer | 410 | 4.70
==> critical path: cells and delay by family <==
kind | cells | cell delay, ns
adder cells (fa/ha/maj) | 34 | 12.17
AND/OR/NAND/NOR | 104 | 30.42
XOR/XNOR | 4 | 0.92
AND-OR/OR-AND | 172 | 57.48
multiplexers | 3 | 1.12
buffers and inverters | 44 | 13.43
==> worst max-delay path by stage <==
stage | start | endpoint | depth (start not counted)
CTS | dividend[13] | quotient[26] | 361
global route | dividend[13] | quotient[26] | 362
finish | dividend[13] | quotient[26] | 361
==> power by group through the flow <==
stage | logic, uW | registers (uW) | clock network, uW
CTS | 3450 | 0 | 0
global route | 3760 | 0 | 0.00000134
==> placed cells by master, fill, tap and decap left out, types with 107 or more instances in the layout <==
master,netlist,layout
sky130_fd_sc_hd__xnor2_1,534,523
sky130_fd_sc_hd__xor2_1,296,278
sky130_fd_sc_hd__a31oi_1,158,157
sky130_fd_sc_hd__o211ai_1,107,107
sky130_fd_sc_hd__nand4_1,168,168
sky130_fd_sc_hd__nor2_1,872,858
sky130_fd_sc_hd__clkdlybuf4s50_1,0,125
sky130_fd_sc_hd__buf_4,7,280
sky130_fd_sc_hd__nor3_1,229,225
sky130_fd_sc_hd__nand2b_1,116,116
sky130_fd_sc_hd__nand2_1,1072,1071
sky130_fd_sc_hd__inv_1,419,419
sky130_fd_sc_hd__a21o_1,461,461
sky130_fd_sc_hd__nand3_1,239,239
sky130_fd_sc_hd__a211oi_1,129,128
sky130_fd_sc_hd__mux2_2,109,109
sky130_fd_sc_hd__ha_1,997,997
sky130_fd_sc_hd__a21oi_1,951,949
sky130_fd_sc_hd__o21bai_1,129,129
sky130_fd_sc_hd__o21a_1,240,238
sky130_fd_sc_hd__o21ai_0,696,694
Power is estimated from default activity; no workload was simulated.
