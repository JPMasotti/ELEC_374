File: ./constraint.sdc
current_design sub

set clk_period 10.4
set clk_io_pct 0.2

create_clock -name clk0 -period $clk_period

set non_clock_inputs [all_inputs -no_clocks]
set_input_delay [expr $clk_period * $clk_io_pct] -clock clk0 $non_clock_inputs
set_output_delay [expr $clk_period * $clk_io_pct] -clock clk0 [all_outputs]
File: ./run.sh
#!/bin/bash
# OpenROAD 26Q1-2900-gdf79404cd8, Yosys 0.63+post, stock flow scripts
make -C /OpenROAD-flow-scripts/flow DESIGN_CONFIG=/design/flow/config.mk WORK_HOME=/design/flow/orfs finish
File: ./config.mk
export PLATFORM = sky130hd
export DESIGN_NAME = sub
export DESIGN_NICKNAME = sub
export VERILOG_FILES = /design/flow/design.v
export SDC_FILE = /design/flow/constraint.sdc
export NUM_CORES = 4
export LEC_CHECK = 1
export CORE_AREA = 10 10 104 104
export DIE_AREA = 0 0 114 114
File: ./design.v
module add32(A, B, result);
input [31:0] A, B;
output [31:0] result;
reg [31:0] result;
reg [32:0] LocalCarry;
integer i;
always@(A or B)
	begin
		LocalCarry = 33'd0;
		for(i = 0; i < 32; i = i + 1)
		begin
				result[i] = A[i] ^ B[i] ^ LocalCarry[i];
				LocalCarry[i+1] = (A[i] & B[i])|(LocalCarry[i] & (A[i] | B[i]));
		end
	end
endmodule
module neg32(
    input wire [31:0] A,
    output reg [31:0] OUT
);
    always @(*) begin
        OUT = -A;
    end
endmodule
module sub(A, B, result);
  input [31:0] A, B;
  output [31:0] result;
  wire [31:0] result;
  wire [31:0] negB;
  neg32 negative(B, negB);
  add32 add(A, negB, result);
endmodule
==> impl_summary.log <==
[flow] summary of implementation run
INFO  metric run_status = finished with violations
INFO  metric failed_checks = setup timing
INFO  metric vias = 1485
INFO  metric hp-class = in2out
INFO  metric top_cells_by_area = sky130_fd_sc_hd__fa_1, sky130_fd_sc_hd__inv_1, sky130_fd_sc_hd__xor2_1, sky130_fd_sc_hd__xnor2_1, sky130_fd_sc_hd__nor4_1
INFO  metric largest_area_cell = sky130_fd_sc_hd__fa_1
INFO  metric drtAntennaViolNets = 0
INFO  metric holdCritStartpoint = B[0]
INFO  metric worst_setup_path_start_kind = input port
INFO  metric timing.hold.worst_path_depth = 3
INFO  metric fp.coreArea = 8680 um2
INFO  metric tightest_slew = 0.571 ns
INFO  metric route.detailed.wl_per_inst = 11.6 um
INFO  metric top_area_share = 40.6%
INFO  metric timing.critical_path.arrival = 13.06 ns
INFO  metric finalHoldViolations = 0
INFO  metric finalMaxSlewViolations = 0
INFO  metric power = 0.000128 W
INFO  metric yosysWarningCount = 2
INFO  metric die_height = 114 um
INFO  metric area.growth.synth_to_final = 87.7%
INFO  metric grt.overflow.total = 0
INFO  metric openroad_warning_count = 35
INFO  metric min_delay_worst_endpoint = result[0]
INFO  metric achievable_frequency = 66.1 MHz
INFO  metric relSlewSlack = 61.6%
INFO  metric vdd_drop_max = 0.0000156 V
INFO  metric max_cap_viol_count = 0
INFO  metric io_buffer_count = 96
INFO  metric synth.lib_cells_used.distinct = 22
INFO  metric core_occupancy_in_the_finished_layout = 32.0%
INFO  metric cp.buffers_inverters = 7
INFO  metric grt_pass1_wl = 7.71 mm
INFO  metric netlist_instances = 180
INFO  metric remaining_drc_errors = 0
INFO  metric grt_use_total = 7.13%
INFO  metric yosys-stat-cells = 180
INFO  metric worst_path_largest_cell_delay = 0.39 ns
INFO  metric detail_route.wirelength = 4.72 mm
INFO  metric chipWidth = 114 um
INFO  metric initial_core_util = 17.1%
INFO  metric post_route_cells_drive_above_1_share = 31.8%
INFO  metric worstSetupPathType = in2out
INFO  metric flop-count = 0
INFO  metric yosys_area = 1480 um2
INFO  metric final_weighted_congestion_in_routability_driven_placement = 0.782
INFO  metric timing.final.ws_setup = -4.74 ns
INFO  metric grt_antenna_before_repair = 0
INFO  metric place.detailed.hpwl = 4.50 mm
INFO  metric setup_viol_count_final = 15
INFO  metric die-area = 13000 um2
INFO  metric num_io_pins = 96
INFO  metric yosysSeqAreaShare = 0%
INFO  metric syn-cell-area = 1480 um2
INFO  metric maximum_fanout_count_along_the_critical_path = 2
INFO  metric min_period = 15.14 ns
INFO  metric num-clock-buffers = 0
INFO  metric dr.pass1.iters = 4
INFO  metric postSynthAreaPerCell = 8.22 um2
INFO  metric layout_worst_path_cycle_share = 146%
INFO  metric powerDensity = 46.2 nW/um2
INFO  metric slowest_stage = sky130_fd_sc_hd__fa_2
INFO  metric crit_path_end_kind = output pin
INFO  metric placementRows = 34
INFO  metric detail_route.antenna_diodes = 0
INFO  metric power_leakage = 1.23 nW
INFO  metric drt_iter0_markers = 14
INFO  metric critical-path-top-cell-by-count = sky130_fd_sc_hd__fa_2
INFO  metric place_worst_setup_slack = -5.73 ns
INFO  metric grt_max_degree = 18
INFO  metric grt_setup_unrepaired = true
INFO  metric cts_hold_buffers = 0
INFO  metric critical_path.top_delay_family = adder cells
INFO  metric first_global_vias = 1641
INFO  metric flop_area = 0 um2
INFO  metric post_dr_vias_cell = 3.65
INFO  metric cp.required = 8.32 ns
## cells in the mapped netlist
cell                        count
sky130_fd_sc_hd__nor4_1         9
sky130_fd_sc_hd__or4_4          1
sky130_fd_sc_hd__nor4_4         1
sky130_fd_sc_hd__nand2_1        5
sky130_fd_sc_hd__ha_1           2
sky130_fd_sc_hd__nor2_1         9
sky130_fd_sc_hd__nor4b_2        2
sky130_fd_sc_hd__o31ai_1        1
sky130_fd_sc_hd__nor3_1        11
sky130_fd_sc_hd__inv_1         63
sky130_fd_sc_hd__xnor2_1        8
sky130_fd_sc_hd__or3_1          3
sky130_fd_sc_hd__or4_1          2
sky130_fd_sc_hd__nand3_1        3
sky130_fd_sc_hd__xor2_1        23
sky130_fd_sc_hd__or2_2          1
sky130_fd_sc_hd__buf_6          2
sky130_fd_sc_hd__nor4_2         1
sky130_fd_sc_hd__o21ai_0        1
sky130_fd_sc_hd__nand4_1        1
sky130_fd_sc_hd__fa_1          30
sky130_fd_sc_hd__nand4bb_1      1
## layout make-up
| class | count | area (um2) |
|---|---|---|
| fill | 923 | 5900 |
| inverter | 63 | 249 |
| multi-input combinational | 115 | 1310 |
| tap | 108 | 135 |
| timing repair buffer | 121 | 1080 |
## cells in the final DEF (no fill, tap or decap), drive strengths merged
master	n
nand4bb	1
or2	1
o21ai	1
nor4b	2
nand3	3
dlymetal6s2s	1
buf	43
or4	3
xnor2	8
fa	30
nand4	1
xor2	23
or3	3
nand2	5
ha	2
dlygate4sd2	2
inv	63
nor2	9
nor4	11
o31ai	1
clkdlybuf4s50	75
nor3	11
## logic make-up after synthesis
| family | count (synthesis) | synth area share [%] |
|---|---|---|
| buffers and inverters | 65 | 17.5 |
| adders and majority gates | 32 | 42.3 |
| AOI/OAI and AO/OA | 2 | 0.845 |
| and+or+nand+nor | 50 | 21.0 |
| xor gates and xnor gates | 31 | 18.3 |
## power by group
group	switching [W]	total, W	internal (W)
Clock	0	0	0
Sequential	0	0	0
Combinational	0.0000451	0.000128	0.0000832
Total	0.0000451	0.000128	0.0000832
## metal layers
| metal | up-vias | GRT usage [%] | share of wire, % |
|---|---|---|---|
| li1 | 771 | - | - |
| met1 | 661 | 9.56 | 44 |
| met5 | - | 0 | 0 |
| met2 | 53 | 11.8 | 47 |
| met4 | 0 | 0 | 0 |
| met3 | 0 | 2.23 | 8.8 |
## metrics by stage
step | cells | area (um2) | setup TNS [ns] | hold slack (ns)
after floorplan | 180 | 1580 | -34.90 | 4.23
after global placement | 407 | 2840 | -55.62 | 5.21
after detailed placement | 407 | 2840 | -55.49 | 5.20
after CTS | 407 | 2770 | -41.37 | 4.87
after global routing | 407 | 2780 | -44.38 | 4.89
final | 407 | 2780 | -40.41 | 4.86
## repair_timing
action                     4_1_cts  5_1_grt
gates cloned                     0        0
pin swaps                        1        1
gates resized                   70        9
setup buffers                    0        0
setup endpoints to repair       18       17
## worst max path at each step
| stage | cells past startpoint | from | end |
|---|---|---|---|
| after global routing | 40 | B[1] | result[31] |
| after CTS | 40 | B[1] | result[31] |
| final | 40 | B[1] | result[31] |
No activity file was given, so power comes from the tool's default toggle rates.
