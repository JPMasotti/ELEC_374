## flow/config.mk

```make
export PLATFORM = sky130hd
export DESIGN_NAME = mul
export DESIGN_NICKNAME = mul
export VERILOG_FILES = /design/flow/design.v
export SDC_FILE = /design/flow/constraint.sdc
export NUM_CORES = 4
export LEC_CHECK = 1
export CORE_UTILIZATION = 50
```

## flow/constraint.sdc

```tcl
current_design mul

set clk_period 70.0
set clk_io_pct 0.2

create_clock -name clk0 -period $clk_period

set non_clock_inputs [all_inputs -no_clocks]
set_input_delay [expr $clk_period * $clk_io_pct] -clock clk0 $non_clock_inputs
set_output_delay [expr $clk_period * $clk_io_pct] -clock clk0 [all_outputs]
```

## flow/design.v

```verilog
module mul(A, B, result);
	input [31:0] A, B;
	output [31:0] result;
	reg [31:0] result;
	reg [31:0] temp;
	integer i;
	always @(*) begin
		result = 32'b0;   
		for (i = 0; i < 32; i = i + 1) begin
			if (B[i]) begin
				temp = A << i;   
				result = result + temp;   
			end
		end
   end
endmodule 
```

## flow/run.sh

```bash
#!/bin/bash
# OpenROAD 26Q1-2900-gdf79404cd8, Yosys 0.63+post, stock flow scripts
make -C /OpenROAD-flow-scripts/flow DESIGN_CONFIG=/design/flow/config.mk WORK_HOME=/design/flow/orfs finish
```

==> results.rst <==
Physical design figures
=======================

.. list-table::
   :header-rows: 1

   * - Metric
     - Value
   * - Slowest stage cell on the critical path
     - clkdlybuf4s50_1
   * - IO Port Bufs
     - 96
   * - Synth area leaders
     - ha_1, a21oi_1, xnor2_1
   * - Detailed-route via count
     - 32,900
   * - Worst Setup Slack post-DPL
     - 2.34 ns
   * - Count of clock buffers in the final design
     - 0
   * - Total power density per cell area
     - 509 nW/um2
   * - Post-synth seq share
     - 0
   * - Area grow syn2layout
     - 6.84%
   * - Effective utilization at floorplan
     - 0.506
   * - Largest net degree at the start of global routing
     - 49
   * - Class of the worst hold path
     - in2out
   * - Number of iterations in the first detailed-routing pass
     - 24
   * - Number of warnings in the stage logs
     - 32
   * - Antenna violations before repair
     - 0
   * - Max Cap Violations
     - 0
   * - Most frequent CP cell
     - ha_1
   * - Total count of max-transition violations in the final report
     - 0
   * - Fraction of power spent switching nets
     - 0.514
   * - Slowest stage delay, CP
     - 0.78 ns
   * - Number of placed I/O pins
     - 96
   * - Worst setup SP type
     - input port
   * - Yosys warnings
     - 1
   * - Remaining antenna violation count after routing
     - 0
   * - Crit end category
     - output pin
   * - Switching power summed over all nets
     - 0.00837 W
   * - Area of the synthesized netlist per yosys stat
     - 29,900 um2
   * - DRT Wirelength
     - 110,000 um
   * - Design internal power
     - 0.00791 W
   * - Fin crit period
     - 67.26 ns
   * - Core outline area
     - 59,100 um2
   * - Flops
     - 0
   * - Status
     - finished clean
   * - Wirelength per Cell
     - 21.1 um
   * - Worst vdd ir
     - 1.00 mV
   * - Drc violations
     - 0
   * - Worst Slack Setup Final
     - 2.74 ns
   * - 1st-iter DRT viols
     - 2,227
   * - Mapped Cells
     - 4,410
   * - Synthesized cell area
     - 29,900 um2
   * - Top-area cell share
     - 0.193
   * - Horizontal die size
     - 247 um
   * - Maximum clock frequency
     - 14.9 MHz
   * - Hold violation count in the final report
     - 0
   * - DR vias/cell
     - 6.30
   * - Count of fill cells added during filler insertion
     - 6,008
   * - Leak Pwr
     - 14.4 nW
   * - Worst Tran Pin Value
     - 1.02 ns
   * - Die extent in y
     - 247 um
   * - Worst relative slew slack
     - 0.316
   * - Synthesized area divided by synthesized cell count
     - 6.79 um2
   * - Crit path DAT
     - 53.26 ns
   * - Global-route usage over all layers
     - 0.362
   * - Footprint of the flip-flops and latches
     - 0 um2
   * - Proportion of layout cells with a drive suffix above 1
     - 0.0629
   * - HPWL reported at the end of detailed placement
     - 90,000 um
   * - Global route overflow
     - 0
   * - Critical path required time
     - 56.00 ns
   * - First-pass GRT wire length
     - 170,000 um
   * - Total cells reported by yosys after synthesis
     - 4,410
   * - Final weighted congestion in routability-driven placement
     - 1.03
   * - Num rows
     - 89
   * - Final setup TNS
     - 0 ns
   * - Area of the chip
     - 60,800 um2
   * - Worst Setup Path Type
     - in2out
   * - Dominant cell type by area after synthesis
     - ha_1
   * - Post-layout period usage of the worst path
     - 0.961
   * - Peak fanout along the critical path
     - 23
   * - Distinct lib cells used
     - 105
   * - Number of setup violations in the final report
     - 0
   * - Vias in the first global route
     - 29,900
## power groups by stage
stage	Clock, W	Combinational (W)	Sequential (W)
4_1_cts	0	0.0158	0
5_1_grt	0	0.0182	0
## layer usage
metal  GRT usage  up-vias  routed length (um)
li1            -    16500                   -
met3      0.0336      187                7070
met4       0.119        0                4450
met2       0.574     1040               48600
met1       0.515    15200               50300
met5           0        -                   0
## layout by cell type, fill, tap and decap left out, drive strengths merged, types with 17 or more instances in the layout
master and n:
nand2 469, ha 462, a21oi 392, nor2 386, o21ai 366, inv 230
xnor2 209, a21o 169, xor2 144, o21a 112, nor3 98, nand3 93
buf 92, clkdlybuf4s50 85, mux2 84, nand2b 74, a211oi 71, a31oi 64
or3 55, mux2i 54, nor2b 53, o211ai 49, o31ai 42, o21bai 41
and2 38, and3 36, or2 30, fa 29, nand4 26, a21boi 24
o22ai 22, a211o 20, nor3b 18, o2111ai 17, nor4 17, a2111oi 17
## through the flow
| stage | utilization | hold slack (ns) | total power (W) | std cells | area [um2] |
|---|---|---|---|---|---|
| after floorplan | - | 28.03 | 0.0126 | 4410 | 29900 |
| after CTS | 0.539 | 28.94 | 0.0158 | 5219 | 31900 |
| after global routing | 0.541 | 28.99 | 0.0182 | 5221 | 32000 |
| after global placement | 0.539 | 28.94 | 0.0156 | 5219 | 31900 |
| final | 0.541 | 28.92 | 0.0163 | 5222 | 32000 |
| after detailed placement | 0.539 | 28.94 | 0.0157 | 5219 | 31900 |
## synth_stat cells, types with 14 or more instances
library cell and instances:
nand2_1 469, ha_1 462, a21oi_1 391, nor2_1 386
o21ai_0 319, inv_1 225, xnor2_1 209, a21o_1 169
xor2_1 144, clkbuf_1 111, o21a_1 110, nor3_1 98
nand3_1 93, mux2_2 84, nand2b_1 74, a211oi_1 68
a31oi_1 62, or3_1 55, nor2b_1 53, mux2i_1 52
o211ai_1 48, o21ai_1 45, o21bai_1 41, o31ai_1 39
and2_1 37, and3_1 36, fa_1 29, nand4_1 26
or2_2 23, o22ai_1 22, a211o_1 20, a21boi_0 19
buf_1 19, nor3b_1 18, o2111ai_1 17, nor4_1 16
a221oi_1 15, a31o_2 14
## area by class of cell
class	instances	area, um2	share of cell area
Multi-Input combinational cell	4037	28600	0.895
Antenna cell	1	2.50	0.0000783
Tap cell	773	967	0.0303
Inverter	234	878	0.0275
Timing Repair Buffer	177	1520	0.0475
## what timing repair did
action,CTS,global route
buffers inserted,0,2
gates resized,0,18
hold buffers,0,0
setup endpoints to repair,0,1
## cell families after synthesis
family	Yosys count	synth area share
compound gates	1608	0.355
xor+xnor	360	0.109
fa+ha+maj	492	0.213
buf+inv	373	0.0472
mux	138	0.0502
simple gates	1439	0.226
## worst paths after layout
check,from,endpoint,cells past startpoint
max,A[8],result[31],184
min,A[0],result[0],4
## critical path, delay by kind of cell
kind / cells / cell delay [ns]
buffers and inverters: 10 / 2.44
adders and majority gates: 30 / 10.50
xor gates and xnor gates: 30 / 5.34
muxes: 5 / 1.29
AOI/OAI and AO/OA: 52 / 10.98
and+or+nand+nor: 57 / 8.61
Power figures rest on the tool's default switching activity, not on a simulated workload.
